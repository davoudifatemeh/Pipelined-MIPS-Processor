**run.sh**
```bash
#!/bin/bash
# OpenROAD 26Q1-2900-gdf79404cd8, Yosys 0.63+post, stock flow scripts
make -C /OpenROAD-flow-scripts/flow DESIGN_CONFIG=/design/flow/config.mk WORK_HOME=/design/flow/orfs finish
```
**config.mk**
```make
export PLATFORM = sky130hd
export DESIGN_NAME = RegisterFile
export DESIGN_NICKNAME = RegisterFile
export VERILOG_FILES = /design/flow/design.v
export SDC_FILE = /design/flow/constraint.sdc
export NUM_CORES = 4
export LEC_CHECK = 1
export CORE_UTILIZATION = 40
```
**constraint.sdc**
```tcl
current_design RegisterFile

set clk_period 6.4
set clk_io_pct 0.2

create_clock -name clk0 -period $clk_period [get_ports {clk}]

set non_clock_inputs [all_inputs -no_clocks]
set_input_delay [expr $clk_period * $clk_io_pct] -clock clk0 $non_clock_inputs
set_output_delay [expr $clk_period * $clk_io_pct] -clock clk0 [all_outputs]
```
**design.v**
```verilog
`timescale 1ns/1ns
module RegisterFile(input clk, rst, RegWrite, input[4:0] ReadReg1, ReadReg2, WriteReg,
               input[31:0] WriteData, output logic[31:0] ReadData1, ReadData2);
  reg[31:0] R[0:31];
  initial
  begin
    R[0] = 32'b0;
  end
  always @(negedge clk) begin
    ReadData1 <= R[ReadReg1];
    ReadData2 <= R[ReadReg2];
  end
  always @(posedge clk) begin
    if (RegWrite)
      if (WriteReg != 5'b0)
        R[WriteReg] <= WriteData;
  end
endmodule
```
==> job_summary.md <==
## Implementation flow summary

| Metric | Value |
|---|---|
| Layout cells sized above 1 | `0.147` |
| Worst-path clk slew | `0.06 ns` |
| Pwr/cell area | `271 nW/um^2` |
| Largest net degree at the start of global routing | `45` |
| CTS Buf Count | `117` |
| Worst R2R Setup Slack | `1.50 ns` |
| Aoi share | `0.0784` |
| Sequential Power Share | `0.493` |
| GR Util met3 | `0.140` |
| P_sw | `3.74 mW` |
| Global route hottest layer | `met2` |
| Synth Instances | `3451` |
| Clock Power Share | `0.412` |
| Endpoints failing hold | `0` |
| Starting DRT DRC Count | `1970` |
| Max cap viols | `0` |
| Via count | `32300` |
| Worst hold stages | `2` |
| Cell family with most CP delay | `buffers and inverters` |
| DP HPWL | `94400 um` |
| Area grow syn2layout | `20.0%` |
| Io pins | `114` |
| Antenna-violating nets left | `0` |
| Warnings, synthesis | `1` |
| Final Wtd Congestion | `0.918` |
| Drt wl/cell | `27.0 um` |
| Post-route insts no fill | `5627` |
| Worst VDD drop | `0.223 mV` |
| Mux cell area share | `0.205` |
| Cell taking the most area after synthesis | `edfxtp_1` |
| Yosys stat cell total | `3451` |
| Worst Tran Pin Value | `0.786 ns` |
| Sw frac | `0.230` |
| Chip width | `356 um` |
| Seq share, synth | `0.640` |
| Status | `completed` |
| Vias/cell | `5.74` |
| PortBufs | `112` |
| Relative slew margins | `0.475` |
| Worst clock skew | `0.0243 ns` |
| Worst stage delay on the critical path | `0.52 ns` |
| Wirelength, routed | `152000 um` |
| Latency at later pin | `0.70 ns` |
| Drt drc | `0` |
| Post-Syn Area | `50100 sq um` |
| Crit path kind | `register to output port` |
| Grt met2 use | `0.386` |
| Reg2reg start | `R[2][10]$_DFFE_PP_` |
| Synth unique cells | `26` |
| Reg2reg end | `ReadData1[10]$_DFF_N_` |
| Crit start category | `register` |
| Registers, synthesis | `1088` |
| Critical path cell sequence | `clkdlybuf4s50_1` |
| Top cells excl fill/tap | `edfxtp_1, mux2i_1, buf_4` |
| Die Height | `356 um` |
| XOR Share, Synth | `0` |
| Worst Path Max Fanout | `1` |
| Number of global-route vias before repair | `33300` |
| OpenROAD warning count | `91` |
| Type of the tightest min-delay check | `input pin to register` |
| CP Capture Type | `output port` |
| Hold path endpoint | `R[28][16]$_DFFE_PP_` |
| Synth area leaders | `edfxtp_1, mux2i_1, a22oi_1` |
| Unrepaired setup endpoints after global routing | `false` |
| TritonRoute pass-1 iters | `25` |
| CTS Sinks | `1088` |
| Lkg Pwr | `22.9 nW` |
| Grt total ovfl | `0` |
| Root buf cell | `clkbuf_16` |
| Yosys stat area | `50100 sq um` |
| Met1 GRT Util | `0.343` |
| Row count | `129` |
| First-pass GRT wire length | `220000 um` |
| Initial antenna violation count | `3` |
| Final setup fails | `0` |
| Post-CTS Hold Buffers | `0` |
| Final Max Slew Viols | `0` |
| WP data arrival | `4.86 ns` |
| Comb pwr share | `0.096` |
| Core ar. | `124000 sq um` |
| Core Util at FP | `0.404` |
| Pre-CTS WS | `-0.206 ns` |
| DIE AREA | `127000 sq um` |
| Mapped Avg Cell Area | `14.5 sq um` |
| Setup WS post-layout | `0.265 ns` |
| CP max stage cell | `clkdlybuf4s50_1` |
| Hold path start | `WriteData[16]` |
| Yosys simple share | `0.0459` |
| Clock tree buffer depth | `3` |
| Total global-route track usage | `0.258` |
| H-tree levels | `3` |
| DP Cell Count | `5347` |
| # Post-CTS Setup Buffers | `0` |
| P_int | `12.5 mW` |
| Top cell area share | `0.614` |
| WP buf/inv | `1` |
| Main logic family | `multiplexers` |
| Worst path required time | `5.12 ns` |
| CTS tree | `done` |
| Cts repair resizes | `0` |
| Reg2Reg Depth | `6` |
| Yosys adder share | `0` |
stage by stage:
stage	power, mW	cell area (sq um)	setup TNS (ns)	utilization	hold slack, ns
floorplan	8.97	50200	0	-	1.38
global placement	9.76	56100	-5.57	0.453	2.10
detailed placement	9.77	56100	-5.39	0.453	2.12
CTS	16.4	60100	0	0.485	1.37
global route	16.8	60100	0	0.485	1.41
finish	16.3	60100	0	0.485	1.40
worst reg2reg max path, cell delays in order (launching register included):
cell and delay [ns]:
edfxtp_1 0.38, mux2i_1 0.16, a22o_1 0.17, nor3_1 0.07, a31oi_1 0.38, nand3_1 0.20, buf_4 0.21
how the worst max path moves through the flow:
| stage | from | endpoint | cells after the start |
|---|---|---|---|
| CTS | ReadData2[10]$_DFF_N_ | ReadData2[10] | 1 |
| finish | ReadData2[4]$_DFF_N_ | ReadData2[4] | 1 |
| global route | ReadData2[4]$_DFF_N_ | ReadData2[4] | 1 |
synth_stat cells:
master,number
a21oi_1,192
a22o_1,128
a22oi_1,192
a31oi_1,64
and2_1,2
buf_1,11
buf_2,63
buf_4,49
buf_6,45
clkbuf_1,81
clkbuf_4,4
conb_1,1
dfxtp_1,64
edfxtp_1,1024
inv_1,1
mux2i_1,1024
nand2_1,195
nand2b_1,4
nand3_1,194
nand3b_1,5
nor2_1,34
nor2b_1,4
nor3_1,64
or2_2,2
or3_1,1
or3b_2,3
cells by family after synthesis:
| logic type | after synthesis |
|---|---|
| flops | 1088 |
| mux | 1024 |
| compound gates | 576 |
| simple gates | 508 |
| buf+inv | 254 |
| other cells | 1 |
cell type report:
| class | instances | area, sq um |
|---|---|---|
| clock buffers | 156 | 3280 |
| well taps | 1637 | 2050 |
| repair buffers | 481 | 5140 |
| diodes | 1 | 2.50 |
| fillers | 10500 | 63900 |
| multi-input cells | 2140 | 16900 |
| flip-flops and latches | 1088 | 32000 |
| clock inverters | 124 | 696 |
power groups by stage:
stage	Clock, mW	Combinational, mW	Sequential [mW]
after CTS	6.79	1.55	8.01
after global routing	7.10	1.66	8.02
final	6.69	1.56	8.01
per-layer routing:
metal	vias to the layer above	share of wire
li1	14500	-
met1	15900	0.37
met2	1619	0.47
met3	294	0.13
met4	10	0.032
met5	-	0.00084
state kept, by name, summed over array words and instances (netlist names):
name	flops
ReadData1	32
R	1024
ReadData2	32
Power is estimated from default activity; no workload was simulated.
