==> flow/design.v <==
`timescale 1ns/1ns
module IFIDReg(input clk, rst, IFIDWrite, flush, input[31:0] Inst, pcNext, output logic[31:0] InstOut, pcNextOut);
  always @(posedge clk, posedge rst) begin
    if (rst) begin
      InstOut <= 32'b0;
      pcNextOut <= 32'b0;
    end
    if (flush) begin
      InstOut <= 32'b0;
      pcNextOut <= 32'b0;
    end
    else if (IFIDWrite) begin
      InstOut <= Inst;
      pcNextOut <= pcNext;
    end
  end
endmodule
module IDEXReg(input clk, rst, MemRead, MemWrite, MemToReg, RegWrite, ALUSrc, RegDst,
               input[31:0] ReadData1, ReadData2, imm, input[4:0] rt, rs, rd,
               output logic[31:0] ReadData1Out, ReadData2Out, immOut, output logic[4:0] rtOut, rsOut, rdOut,
               output logic MemReadOut, MemWriteOut, MemToRegOut, RegWriteOut, ALUSrcOut, RegDstOut);
  always @(posedge clk, posedge rst) begin
    if (rst)begin
      MemReadOut <= 1'b0;
      MemWriteOut <= 1'b0;
      MemToRegOut <= 1'b0;
      RegWriteOut <= 1'b0;
      ALUSrcOut <= 1'b0;
      RegDstOut <= 1'b0;
      ReadData1Out <= 32'b0;
      ReadData2Out <= 32'b0;
      immOut <= 32'b0;
      rtOut <= 5'b0;
      rsOut <= 5'b0;
      rdOut <= 5'b0;
    end
    else begin
      MemReadOut <= MemRead;
      MemWriteOut <= MemWrite;
      MemToRegOut <= MemToReg;
      RegWriteOut <= RegWrite;
      ALUSrcOut <= ALUSrc;
      RegDstOut <= RegDst;
      ReadData1Out <= ReadData1;
      ReadData2Out <= ReadData2;
      immOut <= imm;
      rtOut <= rt;
      rsOut <= rs;
      rdOut <= rd;
    end
  end
endmodule
module EXMEMReg (input clk, rst, MemRead, MemWrite, MemToReg, RegWrite,
                 input[31:0] ALUresult, ReadData2, input[4:0] WriteAddr,
                 output logic[31:0] ALUresultOut, ReadData2Out, output logic[4:0] WriteAddrOut,
                 output logic MemReadOut, MemWriteOut, MemToRegOut, RegWriteOut);
  always @(posedge clk, posedge rst) begin
    if (rst)begin
      MemReadOut <= 1'b0;
      MemWriteOut <= 1'b0;
      MemToRegOut <= 1'b0;
      RegWriteOut <= 1'b0;
      ALUresultOut <= 32'b0;
      ReadData2Out <= 32'b0;
      WriteAddrOut <= 5'b0;
    end
    else begin
      MemReadOut <= MemRead;
      MemWriteOut <= MemWrite;
      MemToRegOut <= MemToReg;
      RegWriteOut <= RegWrite;
      ALUresultOut <= ALUresult;
      ReadData2Out <= ReadData2;
      WriteAddrOut <= WriteAddr;
    end
  end
endmodule
module MEMWBReg (input clk, rst, MemToReg, RegWrite,
                 input[31:0] Address, ReadData, input[4:0] WriteAddr,
                 output logic[31:0] AddressOut, ReadDataOut, output logic[4:0] WriteAddrOut,
                 output logic MemToRegOut, RegWriteOut);
  always @(posedge clk, posedge rst) begin
    if (rst)begin
      MemToRegOut <= 1'b0;
      RegWriteOut <= 1'b0;
      AddressOut <= 32'b0;
      ReadDataOut <= 32'b0;
      WriteAddrOut <= 5'b0;
    end
    else begin
      MemToRegOut <= MemToReg;
      RegWriteOut <= RegWrite;
      AddressOut <= Address;
      ReadDataOut <= ReadData;
      WriteAddrOut <= WriteAddr;
    end
  end
endmodule
==> flow/run.sh <==
#!/bin/bash
# OpenROAD 26Q1-2900-gdf79404cd8, Yosys 0.63+post, stock flow scripts
make -C /OpenROAD-flow-scripts/flow DESIGN_CONFIG=/design/flow/config.mk WORK_HOME=/design/flow/orfs finish
==> flow/config.mk <==
export PLATFORM = sky130hd
export DESIGN_NAME = IDEXReg
export DESIGN_NICKNAME = IDEXReg
export VERILOG_FILES = /design/flow/design.v
export SDC_FILE = /design/flow/constraint.sdc
export NUM_CORES = 4
export LEC_CHECK = 1
export CORE_UTILIZATION = 40
==> flow/constraint.sdc <==
current_design IDEXReg

set clk_period 1.0
set clk_io_pct 0.2

create_clock -name clk0 -period $clk_period [get_ports {clk}]

set non_clock_inputs [all_inputs -no_clocks]
set_input_delay [expr $clk_period * $clk_io_pct] -clock clk0 $non_clock_inputs
set_output_delay [expr $clk_period * $clk_io_pct] -clock clk0 [all_outputs]
==> results.toml <==
# implementation run metrics
[synth]
netlist_area_sq_um = 2930
yosys_warnings = 1
syn_inst = 118
syn_avg_cell_area_sq_um = 24.8
yosysSeqAreaShare = 0.999
ys_area_sq_um = 2930
ys.flops = 117
yosysCellCount = 118
yosys.cell_types.count = 2

[clock_tree]
cts.sinks = 117
cts_max_level = 4
cts_buffers = 17
cts.path.max_buffers = 2
root_buffer = "clkbuf_8"

[die]
die-height_microns = 87.6
io_pins = 236
fp_util = 0.422
rows = 30
die_x_microns = 87.6

[outcome]
run_status = "aborted with a tool error"
stop_error = "[ERROR DPL-0036] Detailed placement failed."
failing_step = "clock tree synthesis"

[placed_design]
dp_cells = 452
port_buffers = 235
globalplace.congestion = 0.772
hpwl_microns = 6870
placed_cell_area_sq_um = 5470
## cell usage after synthesis, drive strengths merged
library cell / count / area, sq um
inv: 1 / 3.75
dfrtp: 117 / 2930
## logic make-up after synthesis
| kind of cell | Yosys count | share of synthesized area |
|---|---|---|
| flip-flops | 117 | 0.999 |
| buffers and inverters | 1 | 0.00128 |
## stage by stage
step	setup WS [ps]	total power (W)	TNS [ps]	util
2_1_floorplan	-627	0.00512	-73400	-
3_3_place_gp	-16.3	0.00613	-54.0	0.787
3_5_place_dp	-50.6	0.00616	-129	0.787
No activity file was given, so power comes from the tool's default toggle rates.
